==> flow/design.v <==
`timescale 1ns/1ns
module FIR(
		input				clk,			 
		input				rst_n,		 
		input				clk_en,		 
		input  [15:0]	filter_in,	 
		output [15:0]	filter_out	 
);
parameter  [7:0]	coeff0 = 8'd7;
parameter  [7:0]	coeff1 = 8'd5;
parameter  [7:0]	coeff2 = 8'd51;
parameter  [7:0]	coeff3 = 8'd135;
parameter  [7:0]	coeff4 = 8'd179;
parameter  [7:0]	coeff5 = 8'd135;
parameter  [7:0]	coeff6 = 8'd51;
parameter  [7:0]	coeff7 = 8'd5;
parameter  [7:0]	coeff8 = 8'd7;
reg [15:0]	delay_pipeline [0:8];	 
reg [23:0]	product 			[0:8];	 
reg [26:0]	sum;							 
always@(posedge clk or negedge rst_n) begin
	if(!rst_n) begin
		delay_pipeline[0] <= 0;
		delay_pipeline[1] <= 0;
		delay_pipeline[2] <= 0;
		delay_pipeline[3] <= 0;
		delay_pipeline[4] <= 0;
		delay_pipeline[5] <= 0;
		delay_pipeline[6] <= 0;
		delay_pipeline[7] <= 0;
		delay_pipeline[8] <= 0;
	end
	else if(clk_en) begin
		delay_pipeline[0] <= filter_in;
		delay_pipeline[1] <= delay_pipeline[0];
		delay_pipeline[2] <= delay_pipeline[1];
		delay_pipeline[3] <= delay_pipeline[2];
	   delay_pipeline[4] <= delay_pipeline[3];
		delay_pipeline[5] <= delay_pipeline[4];
		delay_pipeline[6] <= delay_pipeline[5];
		delay_pipeline[7] <= delay_pipeline[6];
	   delay_pipeline[8] <= delay_pipeline[7];
	end
end
always@(posedge clk or negedge rst_n) begin
	if(!rst_n) begin
		product[0] <= 0; 
		product[1] <= 0; 
		product[2] <= 0; 
		product[3] <= 0; 
	   product[4] <= 0; 
	   product[5] <= 0; 
	   product[6] <= 0; 
	   product[7] <= 0; 
	   product[8] <= 0; 
	end
	else if(clk_en) begin
		product[0] <= delay_pipeline[0]*coeff0;
		product[1] <= delay_pipeline[1]*coeff1;
		product[2] <= delay_pipeline[2]*coeff2;
		product[3] <= delay_pipeline[3]*coeff3;
		product[4] <= delay_pipeline[4]*coeff4;
		product[5] <= delay_pipeline[5]*coeff5;
		product[6] <= delay_pipeline[6]*coeff6;
		product[7] <= delay_pipeline[7]*coeff7;
		product[8] <= delay_pipeline[8]*coeff8;
	end
end
always@(posedge clk or negedge rst_n) begin
	if(!rst_n)
		sum <= 0;
	else if(clk_en)
		sum <= (product[8]+product[7]+product[6]+product[5]+product[4]+product[3]+product[2]+product[1]+product[0]);
end	
assign filter_out = sum[26:11];
endmodule
==> flow/run.sh <==
#!/bin/bash
# OpenROAD 26Q1-2900-gdf79404cd8, Yosys 0.63+post, stock flow scripts
make -C /OpenROAD-flow-scripts/flow DESIGN_CONFIG=/design/flow/config.mk WORK_HOME=/design/flow/orfs finish
==> flow/config.mk <==
export PLATFORM = sky130hd
export DESIGN_NAME = FIR
export DESIGN_NICKNAME = FIR
export VERILOG_FILES = /design/flow/design.v
export SDC_FILE = /design/flow/constraint.sdc
export NUM_CORES = 4
export LEC_CHECK = 1
export CORE_UTILIZATION = 40
==> flow/constraint.sdc <==
current_design FIR

set clk_period 11.6
set clk_io_pct 0.2

create_clock -name clk0 -period $clk_period [get_ports {clk}]

set non_clock_inputs [all_inputs -no_clocks]
set_input_delay [expr $clk_period * $clk_io_pct] -clock clk0 $non_clock_inputs
set_output_delay [expr $clk_period * $clk_io_pct] -clock clk0 [all_outputs]
==> flow_metrics.rpt <==
=== SYNTHESIS / PLACE & ROUTE SUMMARY ===
----------------------------------------------------
[Critical path]
  Stage delay of the slowest cell on the critical path ........................ 0.69 ns
  Startpoint type of the worst setup path ........................ primary input
  CP Class ........................ in -> reg
  Cell count of the worst reg-to-reg path ........................ 15
  Worst path cell trace ........................ buf_8, buf_4, buf_4, buf_4, buf_4, mux2_2
  CP Buf/Inv Count ........................ 5
  Slowest cell on the critical path ........................ buf_4
  Cell class contributing the biggest share of worst-path delay ........................ buffers and inverters
  Crit-path most repeated cell ........................ buf_4
  Arr. time, crit path ........................ 5.88 ns
  Data required time at the worst endpoint ........................ 12.05 ns
  Maximum fanout along the worst path ........................ 73
  Number of cells on the critical path ........................ 6
  Critical path endpoint category ........................ flop

[Floorplan]
  Chip Area ........................ 77480 um2
  FP Rows ........................ 100
  Height of the die ........................ 278.4 um
  Number of top-level design ports ........................ 35
  Placeable Area ........................ 74950 um2
  FP Core Util ........................ 40.76%
  Die width ........................ 278.4 um

[Finish]
  Layout cell share with drive strength beyond 1 ........................ 11.51%
  Utilization after layout ........................ 44.74%
  Area added between synthesis and finish ........................ 9.769%
  Post-layout instance area ........................ 33530 um2
  Final Instance Count excl. Fillers ........................ 3854

[Synthesis]
  Ys flops ........................ 342
  Area of the mapped netlist ........................ 30550 um2
  Fraction of registers with async set or reset after synthesis ........................ 100.0%
  Mapped Avg Cell Area ........................ 10.83 um2
  Count of distinct cell types in the synthesized netlist ........................ 74
  Dominant synthesized flop cell ........................ dfrtp_1
  Summed standard-cell area reported by yosys ........................ 30550 um2
  Count of yosys warnings during synthesis ........................ 3
  Seq/Total Area, Yosys ........................ 28.02%
  # Cells Yosys ........................ 2820
  EDFF count, synth ........................ 0
  Post-Synthesis Cells ........................ 2820

[STA]
  Final Cycle Share ........................ 46.78%
  Worst clock skew on the final layout ........................ 0.01961 ns
  Total negative slack ........................ 0 ns
  Worst setup margin ........................ 6.174 ns
  Clock period minus worst slack ........................ 5.426 ns
  Number of slew-limit violations in the final report ........................ 0
  Maximum clock frequency ........................ 184.3 MHz
  Max-slew headroom ........................ 33.37%
  Setup repair after global routing missed its margin ........................ no
  Number of endpoints failing setup at the final stage ........................ 0
  Final Hold Viols ........................ 0
  Transition time at the pin with the least slew margin ........................ 0.9904 ns
  Final-layout worst hold slack ........................ 0.4879 ns

[Worst hold path]
  Min-Delay Path Class ........................ reg -> reg
  Depth of the worst hold-timing path ........................ 2

[Status]
  Outcome ........................ complete, no violations

[Clock network]
  Cts bufs inserted ........................ 42
  Maximum clock path buffer count ........................ 3
  H-tree Lvls ........................ 2
  Hold-fix buffers, CTS ........................ 0
  CTS tree ........................ done
  Clock Pin Slew Worst Setup and Hold Paths ........................ 0.06 ns
  Quantity of gates resized following cts ........................ 0
  Insertion delay to the later sink of the worst-skew pair ........................ 0.57 ns
  Count of buffers added by post-CTS timing repair for setup ........................ 0
  Num Clock Sinks ........................ 342
  Clock Tree Root ........................ clkbuf_16

[Detailed routing]
  Routed wire length ........................ 68.62 mm
  Violation count after the first detailed-route iteration ........................ 1038
  Length of routed met2 wiring ........................ 31.49 mm
  Detailed Routing Iterations Pass 1 ........................ 5
  Number of vias after detailed routing ........................ 20000
  Antenna diode count ........................ 0
  Antenna-violating nets left ........................ 0
  Routed WL per cell ........................ 17.81 um
  Top layer in use ........................ met4
  Number of remaining DRC errors ........................ 0
  Length of routed wiring on met1 ........................ 31.70 mm
  Metal3 WL ........................ 3.873 mm
  Vias per std cell ........................ 5.190

[Placement]
  Placed Instance Area ........................ 32010 um2
  Number of input and output port buffers inserted ........................ 34
  Detail Placement HPWL ........................ 54.39 mm
  Cells after DPL ........................ 3778
  GP Congestion ........................ 0.9208
  Worst Setup Slack post-DPL ........................ 5.599 ns

[Flow run]
  OpenROAD warnings ........................ 39
  Max-cap viol count ........................ 0

[Global routing]
  Largest net degree at the start of global routing ........................ 109
  Initial antenna violation count ........................ 0
  Combined global-route utilization of all metal layers ........................ 19.75%
  Wire length of the first global-routing pass ........................ 115.0 mm
  Vias in the first global route ........................ 21040
  Total congestion overflow ........................ 0

----------------------------------------------------
[final cells by class]
cell class / count / area, um2
Sequential cell: 342 / 8558
Timing Repair Buffer: 48 / 467.9
Fill cell: 6684 / 41410
Clock inverter: 22 / 304.0
Inverter: 455 / 1709
Multi-Input combinational cell: 1964 / 20060
Clock buffer: 54 / 1220
Tap cell: 969 / 1212
[cells in the mapped netlist, drive strengths merged, types with 5 or more instances]
cell,n,area share [%]
o311ai,7,0.26
a21o,59,1.5
dfrtp,342,28
nand2,114,1.4
a211o,5,0.14
a21oi,123,2.0
or4,5,0.12
mux2i,18,0.59
nor4,11,0.23
o21bai,19,0.47
o21ai,122,2.0
a2111oi,8,0.45
nor3,40,0.66
clkbuf,56,0.69
o31ai,20,0.49
or3,21,0.43
o21a,25,0.61
a211oi,19,0.48
a221oi,6,0.19
a21boi,12,0.31
mux2,208,7.7
xnor2,74,2.1
o31a,7,0.20
inv,455,5.6
nand4,20,0.43
nand3,36,0.59
nor2b,18,0.37
o2111ai,6,0.17
o211ai,14,0.36
ha,400,16
fa,310,20
nand2b,12,0.25
or2,9,0.18
a31oi,17,0.35
nor2,102,1.3
xor2,34,0.97
and3,13,0.27
[registers in the layout, summed over array words and instances, names as in the netlist]
signal	count
product	184
sum	16
delay_pipeline	142
[placed cells by master (no fill, tap or decap), drive strengths merged, types with 19 or more instances in the layout]
cell type and n:
inv 455, ha 400, dfrtp 342, fa 310, mux2 208, a21oi 123, o21ai 122, nand2 114
nor2 102, xnor2 74, a21o 59, clkbuf 54, nor3 40, nand3 36, xor2 34, clkdlybuf4s50 32
o21a 25, or3 21, o31ai 20, nand4 20, o21bai 19, a211oi 19
[kinds of logic (layout without fill, tap and decap cells)]
group / after synthesis / after routing / share of synthesized area (%)
fa+ha+maj: 710 / 710 / 36.70
buf+inv: 514 / 579 / 6.316
compound gates: 499 / 499 / 10.92
simple gates: 421 / 421 / 6.697
flops: 342 / 342 / 28.02
mux: 226 / 226 / 8.257
xor+xnor: 108 / 108 / 3.096
[worst reg2reg max path, stage by stage (launching register included)]
cell,delay (ns)
dfrtp_1,0.35
inv_1,0.07
fa_1,0.57
inv_1,0.07
fa_1,0.50
fa_1,0.51
fa_1,0.49
ha_1,0.35
a21o_1,0.20
a221oi_1,0.28
o211ai_1,0.20
a31o_2,0.40
a211oi_1,0.41
o221ai_1,0.22
xnor2_1,0.17
a21oi_1,0.08
[final timing paths]
path                       slack, ns           from                     to
max in group asynchronous       7.73          rst_n         product[8][10]
hold / removal                  0.49        sum[20]                sum[20]
setup reg to reg                6.59  product[0][6]                sum[25]
min in group asynchronous       1.67          rst_n  delay_pipeline[0][11]
setup / recovery                6.17         clk_en  delay_pipeline[1][10]
hold reg to reg                 0.49        sum[20]                sum[20]
[layer usage]
metal,vias to the layer above,global-route usage [%]
met5,-,0
met4,0,3.542
met3,76,4.771
met2,343,30.41
met1,9895,29.89
li1,9687,-
